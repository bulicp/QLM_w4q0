[flow/config.mk]
export PLATFORM = sky130hd
export DESIGN_NAME = mult_top
export DESIGN_NICKNAME = mult_top
export VERILOG_FILES = /design/flow/design.v
export SDC_FILE = /design/flow/constraint.sdc
export NUM_CORES = 4
export LEC_CHECK = 1
export CORE_UTILIZATION = 30
[flow/constraint.sdc]
current_design mult_top

set clk_period 9.3
set clk_io_pct 0.2

create_clock -name clk0 -period $clk_period [get_ports {clk}]

set non_clock_inputs [all_inputs -no_clocks]
set_input_delay [expr $clk_period * $clk_io_pct] -clock clk0 $non_clock_inputs
set_output_delay [expr $clk_period * $clk_io_pct] -clock clk0 [all_outputs]
[flow/design.v]
module QLM_w4q0(
    input [7:0] x,
    input [7:0] y,
    output [15:0] p
    );
    wire [7:0] x_abs;
    assign x_abs = x ^ {8{x[7]}};
    wire [7:0] k_x0;
    wire zero_x0;
    wire [2:0] k_x0_enc;
    LOD8 lod_x0(
        .data_i(x_abs),
        .zero_o(zero_x0),
        .data_o(k_x0),
        .data_enc(k_x0_enc));
    wire [2:0] x_shift;
    LBarrel Lshift_x0(
        .data_i(x_abs),
        .shift_i(k_x0),
        .data_o(x_shift));
    wire [7:0] y_abs;
    assign y_abs = y ^ {8{y[7]}};
    wire [7:0] k_y0;
    wire zero_y0;
    wire [2:0] k_y0_enc;
    LOD8 lod_y0(
        .data_i(y_abs),
        .zero_o(zero_y0),
        .data_o(k_y0),
        .data_enc(k_y0_enc));
    wire [2:0] y_shift;
    LBarrel Lshift_y0(
        .data_i(y_abs),
        .shift_i(k_y0),
        .data_o(y_shift));
    wire [6:0] x_log;
    wire [6:0] y_log;
    wire [6:0] p_log;
    assign x_log = {1'b0,k_x0_enc,x_shift};
    assign y_log = {1'b0,k_y0_enc,y_shift};
    assign p_log = x_log + y_log;
    wire [11:0] p_l1b;
    wire [3:0] l1_input;
    assign l1_input = {1'b1,p_log[2:0]};
    L1Barrel L1shift_plog(
        .data_i(l1_input),
        .shift_i(p_log[5:3]),
        .data_o(p_l1b));
    wire [4:0] p_low;
    wire not_k_l5 = ~p_log[6];
    assign p_low = p_l1b[7:3] & {4{not_k_l5}};
    wire [3:0] p_med;
    assign p_med = p_log[6] ? p_l1b[3:0] : p_l1b[10:8];
    wire [6:0] p_high;
    assign p_high = p_l1b[10:4] & {7{p_log[6]}};
    wire [15:0] PP_abs;
    assign PP_abs = {p_high,p_med,p_low};
    wire p_sign;
    wire [15:0] PP_temp;
    assign p_sign = x[7] ^ y[7];
    assign PP_temp = PP_abs ^ {16{p_sign}};
    wire notZeroA, notZeroB, notZeroD;
    assign notZeroA = ~zero_x0 ;
    assign notZeroB = ~zero_y0 ;
    assign notZeroD = notZeroA & notZeroB;
    assign p = notZeroD? PP_temp : 16'b0;
endmodule
module LOD8(
    input [7:0] data_i,
    output zero_o,
    output [7:0] data_o,
    output [2:0] data_enc
    );
    wire [7:0] z;
    wire [1:0] zdet;
    wire [1:0] select;
    assign zdet[1] = |(data_i[7:4]) ;
    assign zdet[0] = |(data_i[3:0]);
    assign zero_o = ~( zdet[1] | zdet[0]);
    LOD4 lod2_1 (
        .data_i(data_i[7:4]), 
        .data_o(z[7:4])
        );
    LOD4 lod2_0 (
        .data_i(data_i[3:0]), 
        .data_o(z[3:0])
        );
    LOD2 Middle(
        .data_i(zdet), 
        .data_o(select)       
    );
	wire [7:0] tmp_out;
	Muxes2in1Array4 Inst_MUX214_1 (
        .data_i(z[7:4]), 
        .select_i(select[1]), 
        .data_o(tmp_out[7:4])
    );
    Muxes2in1Array4 Inst_MUX214_0 (
        .data_i(z[3:0]), 
        .select_i(select[0]), 
        .data_o(tmp_out[3:0])
    );
    wire [2:0] low_enc; 
    assign low_enc = tmp_out[3:1] | tmp_out[7:5] ;
    assign data_enc[2] = select[1];
    assign data_enc[1] = low_enc[2] | low_enc[1];
    assign data_enc[0] = low_enc[2] | low_enc[0];
    assign data_o = tmp_out;
endmodule
module LOD4(
    input [3:0] data_i,
    output [3:0] data_o
    );
    wire mux0;
    wire mux1;
    wire mux2;
    assign mux2 = (data_i[3]==1) ? 1'b0 : 1'b1;
    assign mux1 = (data_i[2]==1) ? 1'b0 : mux2;
    assign mux0 = (data_i[1]==1) ? 1'b0 : mux1;
    assign data_o[3] = data_i[3];
    assign data_o[2] =(mux2 & data_i[2]);
    assign data_o[1] =(mux1 & data_i[1]);
    assign data_o[0] =(mux0 & data_i[0]);
endmodule
module LOD2(
    input [1:0] data_i,
    output [1:0] data_o
    );
    assign data_o[1] = data_i[1];
    assign data_o[0] = ~data_i[1] & data_i[0];
endmodule
module Muxes2in1Array4(
    input [3:0] data_i,
    input select_i,
    output [3:0] data_o
    );
	assign data_o[3] = select_i ? data_i[3] : 1'b0;
	assign data_o[2] = select_i ? data_i[2] : 1'b0;
	assign data_o[1] = select_i ? data_i[1] : 1'b0;
	assign data_o[0] = select_i ? data_i[0] : 1'b0;
endmodule
module LBarrel(
    input  [7:0] data_i,
    input  [7:0] shift_i,
    output [2:0] data_o);
    assign data_o[2] = |(data_i[5:0] & shift_i[6:1]);
    assign data_o[1] = |(data_i[4:0] & shift_i[6:2]);
    assign data_o[0] = |(data_i[3:0] & shift_i[6:3]);
endmodule
module L1Barrel(
    input [3:0] data_i,
    input [2:0] shift_i,
    output reg [11:0] data_o);
    always @*
        case (shift_i)
           4'b0000: data_o = data_i;
           4'b0001: data_o = data_i << 1;
           4'b0010: data_o = data_i << 2;
           4'b0011: data_o = data_i << 3;
           4'b0100: data_o = data_i << 4;
           4'b0101: data_o = data_i << 5;
           4'b0110: data_o = data_i << 6;
           default: data_o = data_i << 7;
        endcase
endmodule
module mult_top(
    input clk,
    input  [15:0] x,
    input  [15:0] y,
    output reg [31:0] p_out
    );
    wire [31:0] P_vec;
    reg [15:0] X_vec;
    reg [15:0] Y_vec;
    QLM_w4q0 mult(X_vec,Y_vec,P_vec); 
    always @(posedge clk) 
    begin
        p_out = P_vec;
        X_vec = x;
        Y_vec = y;
    end
endmodule 
[flow/run.sh]
#!/bin/bash
# OpenROAD 26Q1-2900-gdf79404cd8, Yosys 0.63+post, stock flow scripts
make -C /OpenROAD-flow-scripts/flow DESIGN_CONFIG=/design/flow/config.mk WORK_HOME=/design/flow/orfs finish
==> flow_summary.ini <==
; yosys + openroad results
[run_status]
status = complete, no violations

[drt]
first_pass_iters = 5
drt-total-wl_um = 4700
antenna_left = 0
drc_errors = 0
dr.first_iter.drc_count = 111
viasPerCell = 4.964
vias = 2055
n_antenna_cell = 0
wl_per_cell_um = 11.35

[synth]
ys_sh_mux_pct = 6.133
yosys_warnings = 5
synth_flops = 32
synth_seq_share_pct = 27.31
simple_gate_area_share_pct = 23.73
yosysMostFrequentCell = dfxtp_1
ys_sh_xor_pct = 6.773
synth_cell_type_count = 61
postSynthCellCount = 293
ys_cells = 293
synth.avg_cell_area_um2 = 8.007
ys.flop_type = dfxtp_1
yosys_area_um2 = 2346
common_cells = dfxtp_1 (32), nor2_1 (25), nand2_1 (21)
top_area_share_pct = 27.31
edf_count = 0
ys_sh_aoi_pct = 22.19
ys_top_logic_family = simple AND/OR/NAND/NOR gates
syn-cell-area_um2 = 2346
synthTopCellsByArea = dfxtp_1 (27%), buf_4 (5.1%), mux2i_1 (4.7%)
async_reset_ff_share_pct = 0
yosys.area.top_type = dfxtp_1
fa_ha_area_share_pct = 3.520

[pwr]
p_total_w = 0.0004872
swShare_pct = 33.08
switching_power_w = 0.0001612
irDropWorstVdd_uv = 64.15
combPwrFrac_pct = 41.6
powerDensity_nw_per_um2 = 177.6
cellInternalPower_w = 0.0003260
power.leakage_nw = 1.121
p_clk_share_pct = 21.6
p_seq_share_pct = 36.8

[clock_network]
root_buffer = clkbuf_8
worstSkewPairLatency_ps = 280
hold_buffers = 0
clockBufferDepth = 2
clock-sinks = 32
cts_setup_buffers = 0
cts_tree = done
cts_max_level = 2
clkTransAtPathRegs_ps = 70
cts_made_buffers = 5
cts.repair.resized = 0

[global_route]
grt_pass1_vias = 1800
grt_pass1_wl_um = 8252
overflow = 0
track_usage_pct = 12.10
grt_max_degree = 25
antenna_found_initial = 0

[sta]
rsz0062_at_grt = no
max_clock_freq_mhz = 241.9
hold_violations = 0
relSlewSlack_pct = 46.76
maxSlewViolCount = 0
layout_setup_ws_ps = 5167
period_needed_ps = 4133
finClkSkew_ps = 5.904
period_used_pct = 44.44
tns_ps = 0
finalSetupViolCount = 0
worst_pin_slew_ps = 797.5

[placed_design]
port_buffers = 32
place_congestion = 0.8875
dp_worst_setup_slack_ps = 5200
dp_hpwl_um = 3395

[min_path]
holdCritPathClass = reg2reg
whs_path_depth = 5
hold_start = X_vec[4]

[die]
die_y_um = 90.43
die_w_um = 90.43
ios = 65
core-area_um2 = 7408
fp-row-count = 31
chipArea_um2 = 8178
initCoreUtil_pct = 31.67

[layout]
layout-drive-gt1-share_pct = 8.889
finalCoreUtilization_pct = 37.04
nFillCells = 743
area_growth_pct = 16.96

[run]
maxCapViolCount = 0
warnings = 41

[critical_path]
startpoint_type = register
r2r_cells = 15
worst_ep_arrival_time_ps = 4300
setup.worst_path.start = X_vec[7]
crit_fanout = 24
critical_path_class = reg2reg
crit_path_end_kind = register
required_ps = 9470
r2r-start = X_vec[7]
[critical path, cell delays in order, from the launching register on]
cell and delay, ps:
dfxtp_1 840, nand2b_1 160, o21ai_0 250, mux2i_1 100, or4_1 400, nand3_1 120, ha_1 200, inv_1 60
fa_1 400, nor2b_1 170, o22ai_1 140, xor2_1 390, nor2_1 170, mux2_1 340, and2b_1 170, mux2i_1 110
[path summary, 6_finish.rpt]
check / endpoint / slack [ps]
setup reg to reg: p_out[2] / 5170
setup / recovery: p_out[2] / 5170
hold / removal: p_out[0] / 990
hold reg to reg: p_out[0] / 990
[cells by family after synthesis]
logic type      count (synthesis)
simple gates                  105
compound gates                 77
buf+inv                        45
flops                          32
mux                            14
xor+xnor                       13
fa+ha+maj                       6
other cells                     1
[cells in the final DEF (no fill, tap or decap), types with 2 or more instances in the layout]
cell type        netlist  final
mux2i_1               11     11
xor2_1                 2      2
o21a_1                 2      2
o31ai_1                2      2
mux2_2                 2      2
dfxtp_1               32     32
a21o_1                 2      2
clkinv_2               0      2
o311ai_0               3      3
xnor2_1                8      8
a21oi_1               13     13
ha_1                   5      5
nand3b_1               2      2
conb_1                 1     16
clkbuf_8               0      5
a22o_1                 3      3
nor3_1                 5      5
nor2_1                25     25
o22ai_1                4      4
o21ai_0               17     17
or4_4                  2      2
clkdlybuf4s50_1        0     32
a22oi_1                6      6
or2_2                  5      5
nand2b_1               8      8
o221ai_1               4      4
a21boi_0               2      2
a221o_1                2      2
a31oi_1                4      4
nand2_1               21     21
nor2b_1                5      5
nand4_1                5      5
o211ai_1               3      3
and3_1                 4      4
inv_1                 11     11
nand3_1               14     14
[per-stage QoR]
step | area (um^2) | instances | hold slack [ps]
2_1_floorplan | 2402 | 308 | 831.3
3_3_place_gp | 2656 | 406 | 979.8
3_5_place_dp | 2656 | 406 | 994.6
4_1_cts | 2744 | 414 | 1007
5_1_grt | 2744 | 414 | 1116
6_report | 2744 | 414 | 994.8
[final cells by class]
class	instances	area (um^2)	share of cell area, %
flip-flops and latches	32	640.6	23.35
repair buffers	33	327.8	11.95
well taps	99	123.9	4.514
clock buffers	5	68.82	2.508
inverters	11	41.29	1.505
multi-input cells	231	1523	55.49
clock inverters	3	18.77	0.6840
[state kept, by name (all words and copies together) (netlist names)]
register / cells
p_out: 16
X_vec: 8
Y_vec: 8
[layer usage]
| layer | routed length (um) | track usage [%] |
|---|---|---|
| met1 | 2257 | 17.71 |
| met2 | 2167 | 19.47 |
| met3 | 224 | 2.051 |
| met4 | 51 | 1.613 |
| met5 | 0 | 0 |
[power by group through the flow]
stage                 logic [W]  registers, W  clock network [W]
after CTS              0.000204      0.000179           0.000111
after global routing   0.000228      0.000184           0.000119
final                  0.000203      0.000179           0.000105
